<file path="flow/config.mk">
export PLATFORM = sky130hd
export DESIGN_NAME = Lab2_140L
export DESIGN_NICKNAME = Lab2_140L
export VERILOG_FILES = /design/flow/design.v
export SDC_FILE = /design/flow/constraint.sdc
export NUM_CORES = 4
export LEC_CHECK = 1
export CORE_AREA = 10 10 70 70
export DIE_AREA = 0 0 80 80
</file>
<file path="flow/constraint.sdc">
current_design Lab2_140L

set clk_period 5.5
set clk_io_pct 0.2

create_clock -name clk0 -period $clk_period [get_ports {clk}]

set non_clock_inputs [all_inputs -no_clocks]
set_input_delay [expr $clk_period * $clk_io_pct] -clock clk0 $non_clock_inputs
set_output_delay [expr $clk_period * $clk_io_pct] -clock clk0 [all_outputs]
</file>
<file path="flow/design.v">
module Lab2_140L (
 input wire Gl_rst,                   
 input wire clk,                      
 input wire Gl_adder_start,           
 input wire Gl_subtract,              
 input wire [7:0] Gl_r1           ,  
 input wire [7:0] Gl_r2           ,  
 output wire [7:0] L2_adder_data   ,    
 output wire L2_adder_rdy          ,  
 output wire [7:0] L2_led
);
	sigDelay	s_d(				 
.sigOut(L2_adder_rdy),
.sigIn(Gl_adder_start),
.clk(clk),
.rst(Gl_rst)
);
wire [3:0] carry;		 
Full_Adder bit1(				 
.Num1(Gl_r1[0]),
.Num2(Gl_r2[0]^Gl_subtract),
.C_in(Gl_subtract),
.Sum(L2_adder_data[0]),
.C_out(carry[0])
);
Full_Adder bit2(			 
.Num1(Gl_r1[1]),
.Num2(Gl_r2[1]^Gl_subtract),
.C_in(carry[0]),
.Sum(L2_adder_data[1]),
.C_out(carry[1])
);
Full_Adder bit3(				 
.Num1(Gl_r1[2]),
.Num2(Gl_r2[2]^Gl_subtract),
.C_in(carry[1]),
.Sum(L2_adder_data[2]),
.C_out(carry[2])
);
Full_Adder bit4(				 
.Num1(Gl_r1[3]),
.Num2(Gl_r2[3]^Gl_subtract),
.C_in(carry[2]),
.Sum(L2_adder_data[3]),
.C_out(carry[3])
);
assign L2_led[0] = L2_adder_data[0];		 
assign L2_led[1] = L2_adder_data[1];
assign L2_led[2] = L2_adder_data[2];
assign L2_led[3] = L2_adder_data[3];
assign L2_led[4] = carry[3]^Gl_subtract;
assign L2_adder_data[4] = 1;		 
assign L2_adder_data[5] = !L2_led[4];
assign L2_adder_data[6] = L2_led[4];
assign L2_adder_data[7] = 0;
endmodule
module sigDelay(
		  output      sigOut,
		  input       sigIn,
		  input       clk,
		  input       rst);
   parameter delayVal = 4;
   reg [15:0] 		      delayReg;
   always @(posedge clk) begin
      if (rst)
	delayReg <= 16'b0;
      else begin
	 delayReg <= {delayReg[14:0], sigIn};
      end
   end
   assign sigOut = delayReg[delayVal];
endmodule  
module Full_Adder(		 
		Num1,
		Num2,
		C_in,
		Sum,
		C_out
);
	input Num1;
	input Num2;
	input C_in;
	output Sum;
	output C_out;
	assign Sum = (Num1 ^ Num2) ^ C_in;
	assign C_out = (Num1 & Num2) | C_in & (Num1 ^ Num2);
endmodule
</file>
<file path="flow/run.sh">
#!/bin/bash
# OpenROAD 26Q1-2900-gdf79404cd8, Yosys 0.63+post, stock flow scripts
make -C /OpenROAD-flow-scripts/flow DESIGN_CONFIG=/design/flow/config.mk WORK_HOME=/design/flow/orfs finish
</file>
==> impl_metrics.tcl <==
# place-and-route summary
set metrics [dict create \
    status "finished clean" \
    gr-total-overflow 0 \
    grt_max_degree 7 \
    antenna_found_initial 0 \
    ios 37 \
    gp_congestion 0.645 \
    ant_nets 0 \
    holdPathStages 1 \
    leakage_nw 0.251 \
    cpMostUsedCell "fa_1" \
    syn_inst 43 \
    layoutNonFillerInstCount 104 \
    drcViolationCount 0 \
    largest-register "s_d.delayReg" \
    cts_sinks 5 \
    place_ws_ns 0.480 \
    crit_family "adder cells" \
    hold_viol_final 0 \
    ys_cells 43 \
    crit_type "in2out" \
    fin_util_pct 18.1 \
    reg2reg_depth 1 \
    stdcell_area_sq_um 617 \
    hp-start "s_d.delayReg[0]$_SDFF_PP0_" \
    dp_hpwl_um 794 \
    powerDensity_nw_per_um2 225 \
    worstSetupPathDepth 7 \
    setup_viol 0 \
    slowest_stage "clkdlybuf4s50_1" \
    cts_tree "done" \
    maxCapViolCount 0 \
    vias 274 \
    warning_count 33 \
    setup_tns_ns 0 \
    cts-root-buf "clkbuf_4" \
    max_stage_delay_ns 0.67 \
    drt_wl_total_um 874 \
    postCtsHoldBufs 0 \
    worstPathArrival_ns 3.89 \
    fp_util_pct 11.9 \
    worst_hold_slack_ns 0.436 \
    syn-cell-area_sq_um 408 \
    drive_gt1_share_pct 6.90 \
    wl_per_cell_um 8.40 \
    ir_drop_v 0.0000540 \
    ys_ff 5 \
    timing.rr.start "s_d.delayReg[3]$_SDFF_PP0_" \
    placed_cells 100 \
    rows 21 \
    syn2layout_area_growth_pct 51.2 \
    fin_crit_ns 4.99 \
    finalMaxSlewViolations 0 \
    cp-end-kind "primary output" \
    clock_path_buffers 2 \
    final_layout_top_logic_cells "23 x clkdlybuf4s50_1, 6 x inv_1, 5 x nor2b_1, 5 x conb_1, 5 x dfxtp_1" \
    largest_reg_flops 5 \
    grt_first_pass_wirelength_um 1280 \
    synth_cell_types 11 \
    reg.largest.list "s_d.delayReg (5)" \
    start_kind "input port" \
    syn_area_per_cell_sq_um 9.49 \
    grt_pass1_vias 311 \
    clock_skew_ns 0.00112 \
    chipArea_sq_um 6400 \
    grt_use_total_pct 2.42 \
    cts_setup_buffers 0 \
    clock.latency.late_pin_ns 0.24 \
    dr.pass1.iters 2 \
    cp.buffers_inverters 2 \
    hp-class "reg2reg" \
    viasPerCell 2.63 \
    layout_top_cell "clkdlybuf4s50_1" \
    fin_ws_ns 0.511 \
    coreArea_sq_um 3420 \
    rsz0062_at_grt "no" \
    p_total_mw 0.139 \
    fin_crit_sh_pct 90.7 \
    cts_buffers 3 \
    cp_cell_sequence "clkdlybuf4s50_1 > xnor2_1 > fa_1 > fa_1 > fa_1 > xnor2_1 > clkdlybuf4s50_1" \
    path_max_fanout 6 \
    ctsResizeCount 0 \
    path_clk_slew_ns 0.04 \
    synth_chip_area_sq_um 408 \
    crit_start "Gl_subtract" \
    h-tree-depth 1 \
    io_buffers 23 \
    diodes 0 \
    required_ns 4.40 \
    die_width_um 80 \
    fmax_ghz 0.200 \
    drtIter0Drc 1 \
    synth.yosys.warnings 4 \
    dpl-instance-area_sq_um 591 \
    ys_seq_share_pct 24.5 \
    fp.dieH_um 80 \
]
==> cell usage after synthesis <==
library cell / n / area (sq um)
buf_4: 14 / 105
buf_6: 1 / 11.3
conb_1: 2 / 7.51
dfxtp_1: 5 / 100
fa_1: 3 / 60.1
inv_1: 6 / 22.5
mux2i_1: 1 / 10.0
nor2b_1: 5 / 31.3
xnor2_1: 4 / 35.0
xor2_1: 1 / 8.76
xor2_2: 1 / 16.3
==> path summary, 6_finish.rpt <==
path                           endpoint  slack, ns
max                           L2_led[4]       0.51
min          s_d.delayReg[1]$_SDFF_PP0_       0.44
max reg2reg  s_d.delayReg[4]$_SDFF_PP0_       4.99
min reg2reg  s_d.delayReg[1]$_SDFF_PP0_       0.44
==> layer usage <==
metal | vias to the layer above | share of wire (%) | GRT usage, %
li1 | 132 | - | -
met1 | 122 | 37 | 2.02
met2 | 20 | 46 | 4.01
met3 | 0 | 18 | 2.27
met4 | 0 | 0 | 0.704
met5 | - | 0 | 0
==> layout make-up <==
class | instances | area, sq um
multi-input combinational | 20 | 180
inverter | 6 | 22.5
timing repair buffer | 23 | 230
sequential | 5 | 100
clock buffer | 4 | 26.3
tap | 46 | 57.6
fill | 393 | 2800
==> logic make-up (layout without fill, tap and decap cells) <==
group | after synthesis | count (layout) | synth area share, %
other cells | 2 | 5 | 1.84
mux | 1 | 1 | 2.45
xor+xnor | 6 | 6 | 14.7
fa+ha+maj | 3 | 3 | 14.7
buf+inv | 21 | 33 | 34.0
simple gates | 5 | 5 | 7.67
flops | 5 | 5 | 24.5
==> where the power goes <==
group | internal (mW) | leakage (nW) | total, mW | switching, mW
clock network | 0.0274 | 0.0150 | 0.0421 | 0.0147
registers | 0.0374 | 0.0409 | 0.0376 | 0.000175
logic | 0.0431 | 0.195 | 0.0590 | 0.0159
Power and IR drop assume default switching activity.
